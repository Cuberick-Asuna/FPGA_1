### flow/run.sh
#!/bin/bash
# OpenROAD 26Q1-2900-gdf79404cd8, Yosys 0.63+post, stock flow scripts
make -C /OpenROAD-flow-scripts/flow DESIGN_CONFIG=/design/flow/config.mk WORK_HOME=/design/flow/orfs finish
### flow/config.mk
export PLATFORM = sky130hd
export DESIGN_NAME = vga_disp
export DESIGN_NICKNAME = vga_disp
export VERILOG_FILES = /design/flow/design.v
export SDC_FILE = /design/flow/constraint.sdc
export NUM_CORES = 4
export LEC_CHECK = 1
export CORE_UTILIZATION = 30
### flow/constraint.sdc
current_design vga_disp

set clk_period 4.9
set clk_io_pct 0.2

create_clock -name clk0 -period $clk_period [get_ports {sysclk}]

set non_clock_inputs [all_inputs -no_clocks]
set_input_delay [expr $clk_period * $clk_io_pct] -clock clk0 $non_clock_inputs
set_output_delay [expr $clk_period * $clk_io_pct] -clock clk0 [all_outputs]
### flow/design.v
module clockdivider(input wire sysclk,
input wire reset,
output wire slowclk);
parameter WIDTH = 1;
reg [(WIDTH-1):0] count;
assign slowclk = count[WIDTH-1];
always @(posedge sysclk) begin
	if(reset)
		count <= {WIDTH{1'b0}};
	else
		count<=count+1'b1;
	end
endmodule
module debouncer (input wire set,
input wire sysclk,
input wire reset,
output wire set_deb
);
wire pulse;
heartbeat #(20) hb(.sysclk(sysclk),.reset(reset),.pulse(pulse));
reg [2:0] ff0;    
reg ff0_out;  
always @(posedge sysclk) begin     
  	ff0_out<=ff0[0]&ff0[1]&ff0[2]; 
	if(reset) begin
	   ff0<=3'b0;
	end
	else if(pulse) begin  
	     ff0[0]<=set;
	     ff0[1]<=ff0[0];
	     ff0[2]<=ff0[1];
	   end
end
assign	set_deb=(ff0[0]&ff0[1]&ff0[2])&(~ff0_out);
endmodule
module f1_RAM (input wire disp_on,
input wire [2:0]color_in,
output reg [2:0] color_out
);
always @(*)
begin
	if (disp_on) 
		color_out = color_in;
	else
		color_out = 3'b000;
end
endmodule
module f1_key_processor (input wire R,
input wire G,
input wire B,
input wire set,
input wire clk,
output reg [2:0] color
);
initial begin
	color = 3'b000;
end
always @(posedge clk)
begin
	if (set)
	begin
		color <= {R,G,B};
	end
end
endmodule
module heartbeat(input wire sysclk,
input wire reset,
output wire pulse);
parameter WIDTH=8;
reg [(WIDTH-1):0] count;
assign pulse=&count;
always @(posedge sysclk) begin
	if(reset)
		count<={WIDTH{1'b0}};
	else
		count<=count+1'b1;
	end
endmodule
module vga_disp (input wire R,
input wire G,
input wire B,
input wire reset,
input wire set,
input wire switch,
input wire sysclk,
output wire hsync,
output wire vsync,
output wire [2:0] color
);
wire clk;
wire set_deb;
wire [9:0] hc;
wire [9:0] vc;
wire disp_on;
wire [2:0] color_record;
wire flag;
clockdivider clockdivider ( .sysclk(sysclk),
.reset(reset),
.slowclk(clk)
);
debouncer debouncer ( .set(set),
.sysclk(sysclk),
.reset(reset),
.set_deb(set_deb)
);
vga_init vga_init ( .clk(clk),
.reset(reset),
.switch(switch),
.hc(hc),
.vc(vc),
.hsync(hsync),
.vsync(vsync),
.disp_on(disp_on)
);
f1_key_processor f1_key_processor ( .R(R),
.G(G),
.B(B),
.set(set_deb),
.clk(clk),
.color(color_record)
);
f1_RAM f1_RAM ( .disp_on(disp_on),
.color_in(color_record),
.color_out(color)
);
endmodule
module vga_init (input wire clk,
input wire reset,
input wire switch,
output wire hsync,
output wire vsync,
output reg [9:0] hc,
output reg [9:0] vc,
output wire disp_on);
parameter hpixels = 10'd800;
parameter vlines = 10'd521;
reg vsenable;
initial begin
	hc = 1'b0;
	vc = 1'b0;
end
always @(posedge clk) 
begin
	if (reset || ~switch)
		hc <= 0;
	else 
	begin
		if (hc == hpixels - 1)
			begin
				hc <= 0;
				vsenable <= 1;
			end
		else
			begin
				hc <= hc + 1;
				vsenable <= 0;
			end
	end
end
always @(posedge clk) 
begin
	if (reset || ~switch)
		vc <= 0;
	else 
	begin
		if (vsenable) 
		begin
			if (vc == vlines - 1)
				vc <= 0;
			else
				vc <= vc + 1;
		end
	end
end
assign hsync = (hc < 8 || hc > 103);
assign vsync = (vc < 2 || vc > 3);
assign disp_on = (hc > 151 && hc < 791 && vc > 36 && vc < 516);
endmodule
==> results.yml <==
# implementation run metrics
sta:
  relSlewSlack_pct: 53.5
  hold_violations: 0
  slew_viol_final: 0
  fin_crit_sh_pct: 38.2
  min_period_ps: 1870
  rsz0062_at_grt: "no"
  unclocked_regs: 24
  hold_slack_ps: 458
  finalSetupViolCount: 0
  fmax_mhz: 534
  max_slew.worst_pin.slew_ps: 693
  timing.setup.tns_ps: 0
  fin_worst_skew_ps: 8.76
  untimed_endpoints: 33
critical_path:
  r2r_cells: 5
  critPathMaxStageDelay_ps: 450
  crit_path_max_fanout: 26
  crit_family: "buffers and inverters"
  critPathBufInv: 2
  worst-path-stages: 4
  arrival_ps: 2040
  path_class: "input pin to flop"
  r2r_start: "debouncer.hb.count[0]$_SDFF_PP0_"
  slowest_stage: "clkdlybuf4s50_1"
  cp-end-kind: "flop"
  critPathLaunchType: "input pin"
  worstPathRequired_ps: 5070
  path_cells: "clkdlybuf4s50_1 > buf_4 > nor2b_1 > mux2_2"
  crit_path_start: "reset"
clocking:
  cts_tree: "built"
  clock_path_buffers: 2
  clkLatencyLatePin_ps: 270
  cts_buffers: 3
  clk_pin_slew_worst_paths_ps: 90
  post_cts_buffers: 0
  cts_resized: 0
  cts_max_level: 1
  ctsRootBufferMaster: "clkbuf_8"
  holdBufCountCts: 0
synth:
  syn_inst: 247
  yosys_area_um2: 2200
  syn_area_um2: 2200
  synth_cell_types: 40
  largest_area_cell: "dfxtp_1"
  top_cell_area_share_pct: 41.0
  synth-edff-count: 4
  synthTopCellsByCount: "45 x dfxtp_1, 42 x nor2_1, 18 x nand2_1"
  ys_seq_share_pct: 46.5
  syn_avg_cell_area_um2: 8.90
  ff_type: "dfxtp_1"
  yosysWarnings: 6
  netlist_top_cells_area: "dfxtp_1 41%, nor2_1 7.2%, xnor2_1 6.4%"
  ys_cells: 247
  most_common_cell: "dfxtp_1"
  synth_flops: 49
  synth-async-reset-ratio_pct: 0
pwr:
  p_switching_w: 0.0000820
  internal_power_w: 0.000287
  power.share.clock_pct: 33.6
  irDropWorstVdd_mv: 0.181
  powerDensity_nw_per_um2: 150
  seqPwrFrac_pct: 61.5
  p_sw_share_pct: 22.2
  power_frac_comb_pct: 4.9
  p_leak_nw: 0.797
final_layout:
  postLayoutCoreUtil_pct: 35.3
  nFillCells: 713
  areaGrowthSynthToFinish_pct: 11.7
  final_cell_area_um2: 2450
  seqCellArea_um2: 1020
  drive_gt1_share_pct: 4.31
  final-comb-area_um2: 1120
job:
  warnings: 26
  maxCapViolCount: 0
placement:
  placed_area_um2: 2400
  place_congestion: 0.784
  dp_hpwl_um: 2690
  portBuffers: 11
drt:
  avgRoutedWirePerCell_um: 10.4
  drc_errors: 0
  vias: 1630
  wl_um: 3640
  drt_iter0_drc: 66
  post_drt_via_cell_ratio: 4.64
  diodes: 0
  dr.pass1.iters: 6
  antenna_left: 0
status:
  status: "completed"
min_path:
  hold_start: "debouncer.hb.count[0]$_SDFF_PP0_"
  min_path_cells: 1
  hold_class: "flop to flop"
floorplan:
  rows: 30
  chip_area_um2: 7670
  ioPinCount: 12
  die_y_um: 87.6
  fp.coreArea_um2: 6940
  fp_util_pct: 31.6
  die_w_um: 87.6
grt:
  grt-ovfl-total: 0
  grt_antenna_before_repair: 0
  grtUsageMet3_pct: 1.34
  met2_usage_pct: 16.0
  met1_usage_pct: 16.1
  grt_max_degree: 27
  track_usage_pct: 10.2
  grt_pass1_vias: 1408
  busiest_layer: "met1"
  grt_pass1_wl_um: 6270
==> worst paths after layout <==
check / to / slack [ps]
min reg2reg: debouncer.hb.count[0]$_SDFF_PP0_ / 460
max reg2reg: debouncer.hb.count[16]$_SDFF_PP0_ / 3070
max: debouncer.hb.count[19]$_SDFF_PP0_ / 3030
min: debouncer.hb.count[0]$_SDFF_PP0_ / 460
==> flip-flops by register name (all words and copies together), names as in the netlist <==
signal and cells:
vga_init.vsenable 1, debouncer.ff0_out 1, clockdivider.count 1, vga_init.hc 10, vga_init.vc 10, debouncer.hb.count 20, f1_key_processor.color 3, debouncer.ff0 3
==> through the flow <==
| step | power, W | setup WS, ps | cells |
|---|---|---|---|
| final | 0.000369 | 3030 | 351 |
| after CTS | 0.000375 | 3020 | 351 |
| after detailed placement | 0.000250 | 2720 | 347 |
| after floorplan | 0.000240 | 3240 | 247 |
| after global placement | 0.000250 | 2740 | 347 |
| after global routing | 0.000389 | 3000 | 351 |
==> per-layer routing <==
layer  wire length, um  part of all wire, %  up-vias
li1                  -                    -      876
met1              2050                   56      738
met2              1490                   41       14
met3                70                  1.9        2
met4                31                 0.85        0
met5                 0                    0        -
==> cells in the final DEF (no fill, tap or decap), types with 2 or more instances in the layout <==
cell type	instances
nor2_1	42
edfxtp_1	4
xor2_1	13
ha_1	4
a21oi_1	8
nand3_1	13
or4_1	5
o31ai_1	4
inv_1	6
nand2b_1	3
nand4_1	10
xnor2_1	16
nor4_1	3
nand2_1	18
dfxtp_1	45
clkbuf_8	3
o21ai_0	4
nor3b_1	4
nor3_1	9
clkdlybuf4s50_1	11
a211o_1	2
and3_1	3
nor2b_1	4
and4_1	2
==> layout make-up <==
type	count	area share (%)
Inverter	6	0.918
Timing Repair Buffer	12	4.79
Clock buffer	3	1.68
Clock inverter	1	0.306
Multi-Input combinational cell	184	45.8
Tap cell	96	4.90
Sequential cell	49	41.6
==> power groups by stage <==
stage | sequential, W | combinational [W] | clock (W)
6_report | 0.000227 | 0.0000179 | 0.000124
5_1_grt | 0.000228 | 0.0000201 | 0.000141
4_1_cts | 0.000227 | 0.0000185 | 0.000129
==> kinds of logic after synthesis <==
family                   share of synthesized area (%)
buffers and inverters                             2.39
flip-flops                                        46.5
AND/OR/NAND/NOR                                   29.0
AND-OR/OR-AND                                     7.35
multiplexers                                     0.968
XOR/XNOR                                          11.6
adder cells (fa/ha/maj)                           2.28
Power is estimated from default activity; no workload was simulated.
